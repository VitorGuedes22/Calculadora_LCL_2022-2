==> flow/design.v <==
module Subtrator(
input [3:0] A,
input [3:0] B,
output [7:0] Sub,
output Sinal 
);
assign Sub = (A >= B)? A - B: B - A;
assign Sinal = (A >= B)? 0: 1;
endmodule
==> flow/run.sh <==
#!/bin/bash
# OpenROAD 26Q1-2900-gdf79404cd8, Yosys 0.63+post, stock flow scripts
make -C /OpenROAD-flow-scripts/flow DESIGN_CONFIG=/design/flow/config.mk WORK_HOME=/design/flow/orfs finish
==> flow/config.mk <==
export PLATFORM = sky130hd
export DESIGN_NAME = Subtrator
export DESIGN_NICKNAME = Subtrator
export VERILOG_FILES = /design/flow/design.v
export SDC_FILE = /design/flow/constraint.sdc
export NUM_CORES = 4
export LEC_CHECK = 1
export CORE_AREA = 10 10 70 70
export DIE_AREA = 0 0 80 80
==> flow/constraint.sdc <==
current_design Subtrator

set clk_period 2.5
set clk_io_pct 0.2

create_clock -name clk0 -period $clk_period

set non_clock_inputs [all_inputs -no_clocks]
set_input_delay [expr $clk_period * $clk_io_pct] -clock clk0 $non_clock_inputs
set_output_delay [expr $clk_period * $clk_io_pct] -clock clk0 [all_outputs]
==> run_results.csv <==
group,metric,value,unit
outcome,status,"finished clean",
flow_run,drv_cap,0,
yosys,postSynthCellCount,46,
timing,max_slew_margin,0.800,
timing,hold_viol,0,
finish,layout.cells.most_common,"sky130_fd_sc_hd__buf_4",
global_routing,grt_first_pass_wirelength,1830,um
setup_path,worst-endpoint-arrival,1930,ps
yosys,yosysSeqAreaShare,0,
placed_design,place.port_buffers,17,
placed_design,final_replace_weighted_congestion,0.732,
yosys,synth.cell_area,395,um^2
global_routing,globalRoute.busiestLayer,"met2",
setup_path,worstSetupStartpointType,"primary input",
floorplanning,dieArea,0.00640,mm^2
global_routing,grt_pass1_vias,417,
finish,final-seq-area,0,um^2
pwr,power.density_cell_area,215,mW/mm^2
floorplanning,floorplan.rows,21,
route,post_drt_via_cell_ratio,3.38,
yosys,ys.warnings.count,0,
finish,final_layout_top_logic_cells,"sky130_fd_sc_hd__buf_4 (10), sky130_fd_sc_hd__buf_2 (8), sky130_fd_sc_hd__ha_4 (7)",
finish,layout.area.comb,444,um^2
yosys,ys_chip_area,395,um^2
floorplanning,fp_util,0.116,
floorplanning,floorplan.io_pins,17,
timing,final_period_minus_worst_setup_slack,2430,ps
global_routing,globalRouteMet3Util,0.0148,
timing,worst_margin_pin_slew,298,ps
flow_run,openroad.warnings,36,
global_routing,grt_max_degree,6,
route,antenna_left,0,
timing,final_max_slew_viol_count,0,
floorplanning,die_height,80,um
global_routing,grt_usage,0.0331,
setup_path,cp-end-kind,"output port",
finish,seq_cell_count,0,
timing,finalCritPeriodShare,0.973,
finish,postLayoutCoreUtil,0.222,
pwr,ir_drop,0.0861,mV
global_routing,overflow,0,
placed_design,placed_cells,116,
setup_path,worstPathRequired,2000,ps
yosys,ys_cells,46,
worst_hold_path,hold_class,"in -> out",
global_routing,grt_antenna_before_repair,0,
route,drc_errors,0,
finish,n_clock_buffer,0,
pwr,power.total,0.163,mW
global_routing,groute.layer.met1.usage,0.0453,
finish,post_route_cells_drive_above_1_share,0.611,
global_routing,grt_util_met2,0.0498,
route,wirelength,1120,um
route,first_pass_iters,2,
placed_design,post_dp_cell_area,676,um^2
placed_design,dp_hpwl,915,um
route,drt_first_iter_violations,6,
timing,setup_viol,0,
pwr,p_leak,0.353,nW
floorplanning,fp.dieW,80,um
yosys,tally_of_unique_sky130hd_cells_used_after_synthesis,20,
route,via_count,399,
finish,final.fill_count,379,
finish,area_growth_from_synthesis_to_final_layout,91.5,%
floorplanning,fp.coreArea,0.00342,mm^2
setup_path,critical_path_peak_fanout,4,
route,drt-wirelength-per-cell,9.45,um
yosys,syn_area_per_cell,8.60,um^2
finish,finish.cell_count_without_fillers,118,
timing,timing.fmax,411,MHz
finish,final_cell_area,757,um^2
setup_path,setup.worst_path.class,"in -> out",
route,antenna_cells_inserted,0,
timing,rsz0062_at_grt,"no",
==> metal layers <==
layer	part of all wire	wire, um
met1	0.49	543
met2	0.37	415
met3	0.14	155
met4	0	0
met5	0	0
==> logic make-up (layout without fill, tap and decap cells) <==
logic type / Yosys count / after routing / share of synthesized area
XOR/XNOR: 1 / 1 / 0.0222
AND-OR/OR-AND: 13 / 13 / 0.313
multiplexers: 3 / 3 / 0.0760
buffers and inverters: 15 / 41 / 0.171
AND/OR/NAND/NOR: 4 / 4 / 0.0633
adder cells (fa/ha/maj): 10 / 10 / 0.354
==> report_power, final <==
| part | switching [mW] | leakage [nW] | internal, mW |
|---|---|---|---|
| Clock | 0 | 0 | 0 |
| Combinational | 0.0669 | 0.353 | 0.0957 |
| Sequential | 0 | 0 | 0 |
==> through the flow <==
step | setup slack [ps] | hold slack [ps] | TNS (ps)
floorplan | 253 | 1130 | 0
global placement | -819 | 2160 | -5880
detailed placement | -873 | 2160 | -6160
CTS | 0.310 | 1620 | 0
global route | 0.694 | 1550 | 0
finish | 66.4 | 1520 | 0
==> cell usage after synthesis (all sizes together) (2+ instances only) <==
| cell | number | area [um^2] |
|---|---|---|
| a21o | 3 | 22.5 |
| a21oi | 3 | 15.0 |
| buf | 3 | 22.5 |
| fa | 2 | 40.0 |
| ha | 8 | 100 |
| inv | 12 | 45.0 |
| mux2i | 3 | 30.0 |
| o21bai | 2 | 26.3 |
==> area by class of cell <==
| type | count | area share |
|---|---|---|
| Inverter | 12 | 0.0628 |
| Multi-Input combinational cell | 31 | 0.587 |
| Tap cell | 46 | 0.0760 |
| Timing Repair Buffer | 29 | 0.274 |
==> worst max-delay path: stages <==
cell and delay (ps):
sky130_fd_sc_hd__buf_2 120, sky130_fd_sc_hd__buf_6 120, sky130_fd_sc_hd__ha_4 170, sky130_fd_sc_hd__buf_4 130
sky130_fd_sc_hd__o21a_1 190, sky130_fd_sc_hd__o311a_1 320, sky130_fd_sc_hd__a21o_1 150, sky130_fd_sc_hd__dlygate4sd2_1 230
==> path summary, 6_finish.rpt <==
kind | start | depth (start not counted) | end
max | A[1] | 8 | Sub[3]
min | B[2] | 5 | Sub[2]
==> what timing repair did <==
action                                  4_1_cts  5_1_grt
cloned                                        0        0
resized                                      56       12
pin swaps                                     8        3
hold buffers                                  0        0
endpoints found under the setup margin        8        4
setup buffers                                 2        0
Power is estimated from default activity; no workload was simulated.
